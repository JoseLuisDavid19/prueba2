## design/flow/design.v

```verilog
module ALU(
    input [31:0] a,
    input [31:0] b,
    input [3:0] func,
    output reg [31:0] res,
    output isZero
);
    assign isZero = ~|res;
    always @ (*) begin
    case (func)
        4'd0: res = a + b;
        4'd1: res = a - b;
        4'd2: res = a * b;
        4'd3: res = a / b;
        4'd4: res = a & b;
        4'd5: res = a | b;
        4'd6: res = a ^ b;
        4'd7: res = ~a;
        4'd8: res = a << b;
        4'd9: res = a >> b;
        4'd10: res = {31'h0, $signed(a) < $signed(b)};
        4'd11: res = {31'h0, a < b};
        default:
            res = 32'hx;
    endcase
end
endmodule
module GPPM(
    input clk,
    input [3:0] raddr1,
    input [3:0] raddr2,
    input wen,
    input [3:0] waddr,
    input wdsrc,
    input [3:0] func,
    input [31:0] constant,
    output isZero,
    output [31:0] result
);
    wire [31:0] rdata1;
    wire [31:0] rdata2;
    wire [31:0] wdata;
    wire [31:0] ares;
    assign result=ares;
    assign wdata = (wdsrc)? ares : constant;
    RegFile rf (
        .clk (clk),
        .raddr1 (raddr1),
        .raddr2 (raddr2),
        .wen (wen),
        .waddr (waddr),
        .wdata (wdata),
        .rdata1 (rdata1),
        .rdata2 (rdata2)
    );
    ALU alu (
        .a (rdata1),
        .b (rdata2),
        .func (func),
        .res (ares),
        .isZero (isZero)
    );
endmodule
module RegFile(
    input clk,
    input [3:0] raddr1,
    input [3:0] raddr2,
    input wen,
    input [3:0] waddr,
    input [31:0] wdata,
    output [31:0] rdata1,
    output [31:0] rdata2
);
    reg [31:0] memory [0:15]  ;
    assign rdata1 = memory[raddr1];
    assign rdata2 = memory[raddr2];
    always @ (posedge clk) begin
        if (wen)
            memory[waddr] <= wdata;
    end
endmodule
```

## design/flow/run.sh

```bash
#!/bin/bash
# OpenROAD 26Q1-2900-gdf79404cd8, Yosys 0.63+post, stock flow scripts
make -C /OpenROAD-flow-scripts/flow DESIGN_CONFIG=/design/flow/config.mk WORK_HOME=/design/flow/orfs finish
```

## design/flow/config.mk

```make
export PLATFORM = sky130hd
export DESIGN_NAME = GPPM
export DESIGN_NICKNAME = GPPM
export VERILOG_FILES = /design/flow/design.v
export SDC_FILE = /design/flow/constraint.sdc
export NUM_CORES = 4
export LEC_CHECK = 1
export CORE_UTILIZATION = 40
```

## design/flow/constraint.sdc

```tcl
current_design GPPM

set clk_period 269.2
set clk_io_pct 0.2

create_clock -name clk0 -period $clk_period [get_ports {clk}]

set non_clock_inputs [all_inputs -no_clocks]
set_input_delay [expr $clk_period * $clk_io_pct] -clock clk0 $non_clock_inputs
set_output_delay [expr $clk_period * $clk_io_pct] -clock clk0 [all_outputs]
```

==> run summary <==
Outcome - finished, violations left
Violations in the final reports - capacitance limit, slew limit
Adder share - 23.13%
Most repeated library cell on the critical path - sky130_fd_sc_hd__ha_1
Most instantiated flip-flop cell in the synthesis netlist - sky130_fd_sc_hd__edfxtp_1
Total CTS buffers - 39
Synthesized area - 76050 sq um
Comb area leader - adder cells
Wire length of the first global-routing pass - 510900 um
Vias post-DR - 69405
Flip-flop count of the largest register, all copies and words added - 512
Cell variety after synth - 107
Syn Inst Count - 8361
Slowest cell on the critical path - sky130_fd_sc_hd__nor3_1
Crit path DAT - 148420 ps
Worst Setup Slack, final - 66940 ps
Post-synthesis mux area share - 13.16%
Async set-or-reset flop fraction in the synthesized netlist - 0%
Cell chosen for the clock root - sky130_fd_sc_hd__clkbuf_16
Post-Synth XOR/XNOR Area - 4.894%
Placed wire-length estimate after detailed placement - 275900 um
Final global-route overflow total - 0
CTS tree - built
Via-to-Cell Ratio - 6.346
Final worst clock skew - 21.75 ps
Mean instance size in the synthesized netlist - 9.096 sq um
Fraction of final layout cells with drive strength greater than 1 - 11.64%
Routed wirelength normalized by instance count - 33.13 um
Number of logged tool warnings - 94
Initial Utilization - 40.37%
AO/OA Area Share - 17.25%
Final Hold Viols - 0
R2r setup slk - 176940 ps
Aggregate global-route resource usage - 39.47%
Slew HR - -3.910%
GPL Wtd Cong - 1.084
# Post-CTS Setup Buffers - 0
Area Growth Syn to Fin - 8.488%
Count of hold-fix buffers inserted at cts - 0
Final setup violation count - 0
Die outline area - 191900 sq um
Setup repair after global routing missed its margin - no
Sort of element at the end of the critical path - output pin
Slew @ Worst Pin - 1547 ps
Largest cells by area - sky130_fd_sc_hd__edfxtp_1 20%, sky130_fd_sc_hd__ha_1 12%, sky130_fd_sc_hd__fa_1 11%, sky130_fd_sc_hd__mux4_2 8.8%, sky130_fd_sc_hd__nand2_1 4.8%
Top-area cell type share of the netlist area - 20.22%
Number of rows created at floorplan - 159
Die height - 438.0 um
Clock network latency to the later pin of the worst-skew pair - 560 ps
Sequential element share of the synthesized area - 20.22%
Peak clock frequency supported by timing - 4.944 MHz
Setup crit start kind - primary input
Registers with the highest flip-flop counts - rf.memory (512)
Highest fanout seen on the critical path - 37
Maximum buffer depth of the clock tree - 3
Number of buffer cells added on primary ports - 83
DRC marker count from the first detailed-route iteration - 6303
Accumulated negative setup slack - 0 ps
Core area - 188400 sq um
Fraction of the mapped netlist area in simple logic gates - 15.49%
Residual DRC - 0
Detailed-router iteration count before antenna repair - 6
Post-cts repair resize count - 0
Hold slack - 2047 ps
Clock input transition at the sequential cells of the worst setup and hold paths - 80 ps
Top cells by count - 980 x sky130_fd_sc_hd__nand2_1, 750 x sky130_fd_sc_hd__ha_1, 749 x sky130_fd_sc_hd__nor2_1
Required time of the critical path - 215360 ps
Post-layout minimum cycle time - 202260 ps
Horizontal extent of the die - 438.0 um
Yosys warnings - 2
Post-route fraction of the period consumed by the critical path - 75.14%
Number of enable-type register cells in the synthesized netlist - 512
Post-placement worst setup slack - 69390 ps
Final Routed Wirelength - 362300 um
Type of the worst setup path - in2out
Clk sink count - 512
Register with the most flip-flops - rf.memory
Count of instantiated cells in the yosys netlist - 8361
Cell type contributing the most total cell area after synthesis - sky130_fd_sc_hd__edfxtp_1
Delay of the slowest cell on the worst path - 1250 ps
Io pins - 84
Largest net degree at the start of global routing - 63
Worst min-delay path category - reg2reg
Most common cell in the netlist - sky130_fd_sc_hd__nand2_1
Area of the synthesized netlist per yosys stat - 76050 sq um
Initial antenna violation count - 37
Count of pins over their slew limit - 3
Antenna violation net count after detailed routing - 0
Max-cap violations - 1
Max H-tree Level - 2
Number of global-route vias before repair - 68742
Number of flip-flops and latches in the synthesized netlist - 512
[layout make-up]
class | instances | area [sq um]
diodes | 17 | 42.54
clock buffers | 40 | 979.7
clock inverters | 29 | 374.1
fillers | 18010 | 105900
inverters | 717 | 2696
multi-input cells | 6725 | 56680
flip-flops and latches | 512 | 15370
well taps | 2495 | 3122
repair buffers | 402 | 3233
[cells by family (layout without fill, tap and decap cells)]
group                      Yosys count  in the layout
other                                0             17
AOI/OAI and AO/OA                 1952           1952
xor gates and xnor gates           425            425
DFF                                512            512
muxes                              574            574
and+or+nand+nor                   2614           2614
adders and majority gates         1160           1160
buffers and inverters             1124           1188
[through the flow]
step | cells | area [sq um] | utilization, %
2_1_floorplan | 8361 | 76050 | -
3_3_place_gp | 10849 | 81100 | 43.05
3_5_place_dp | 10851 | 81110 | 43.05
4_1_cts | 10920 | 82460 | 43.77
5_1_grt | 10924 | 82470 | 43.78
6_report | 10937 | 82510 | 43.79
[per-layer routing]
layer / GRT usage, % / part of all wire (%)
met5: 0.6948 / 0.10
met4: 18.78 / 6.2
met3: 19.29 / 13
met2: 55.41 / 42
met1: 51.99 / 38
[path summary, 6_finish.rpt]
check | startpoint | cells past startpoint | end
max reg2reg | rf.memory[11][10] | 328 | rf.memory[7][0]
min reg2reg | rf.memory[7][5] | 9 | rf.memory[4][5]
max | raddr2[0] | 333 | isZero
min | rf.memory[7][5] | 9 | rf.memory[4][5]
[placed cells by master, fill, tap and decap left out, types with 65 or more instances in the layout]
| cell type | instances |
|---|---|
| sky130_fd_sc_hd__mux2i_1 | 135 |
| sky130_fd_sc_hd__a21oi_1 | 477 |
| sky130_fd_sc_hd__a31oi_1 | 79 |
| sky130_fd_sc_hd__ha_1 | 750 |
| sky130_fd_sc_hd__o21ai_0 | 322 |
| sky130_fd_sc_hd__a21o_1 | 188 |
| sky130_fd_sc_hd__nand4_1 | 65 |
| sky130_fd_sc_hd__buf_4 | 319 |
| sky130_fd_sc_hd__nand2b_1 | 68 |
| sky130_fd_sc_hd__fa_1 | 410 |
| sky130_fd_sc_hd__mux2_2 | 114 |
| sky130_fd_sc_hd__xor2_1 | 137 |
| sky130_fd_sc_hd__a211oi_1 | 65 |
| sky130_fd_sc_hd__nand2_1 | 980 |
| sky130_fd_sc_hd__o211ai_1 | 76 |
| sky130_fd_sc_hd__nand3_1 | 136 |
| sky130_fd_sc_hd__edfxtp_1 | 512 |
| sky130_fd_sc_hd__inv_1 | 690 |
| sky130_fd_sc_hd__xnor2_1 | 288 |
| sky130_fd_sc_hd__mux4_2 | 295 |
| sky130_fd_sc_hd__or3_1 | 80 |
| sky130_fd_sc_hd__clkdlybuf4s50_1 | 75 |
| sky130_fd_sc_hd__o21a_1 | 155 |
| sky130_fd_sc_hd__nor2_1 | 729 |
| sky130_fd_sc_hd__nor3_1 | 223 |
[worst max-delay path, delay by kind of cell]
kind	cells	cell delay (ps)
AOI/OAI and AO/OA	174	47300
and+or+nand+nor	95	26620
adders and majority gates	31	10270
buffers and inverters	28	7970
muxes	5	2000
