**run.sh**
```bash
#!/bin/bash
# OpenROAD 26Q1-2900-gdf79404cd8, Yosys 0.63+post, stock flow scripts
make -C /OpenROAD-flow-scripts/flow DESIGN_CONFIG=/design/flow/config.mk WORK_HOME=/design/flow/orfs finish
```
**config.mk**
```make
export PLATFORM = sky130hd
export DESIGN_NAME = prueba
export DESIGN_NICKNAME = prueba
export VERILOG_FILES = /design/flow/design.v
export SDC_FILE = /design/flow/constraint.sdc
export NUM_CORES = 4
export LEC_CHECK = 1
export CORE_UTILIZATION = 50
```
**constraint.sdc**
```tcl
current_design prueba

set clk_period 1.0
set clk_io_pct 0.2

create_clock -name clk0 -period $clk_period [get_ports {clk}]

set non_clock_inputs [all_inputs -no_clocks]
set_input_delay [expr $clk_period * $clk_io_pct] -clock clk0 $non_clock_inputs
set_output_delay [expr $clk_period * $clk_io_pct] -clock clk0 [all_outputs]
```
**design.v**
```verilog
module prueba(
    input clk,
    input rst,
    input [31:0] numero,
    output reg[31:0] retorno
);
parameter inicio =3'd0;
parameter ciclo =3'd1;
parameter divido =3'd2;
parameter fin=3'd3;
reg[31:0]counter;
reg[31:0]counterprime;
reg[2:0]current ;
reg[2:0]nextState;
reg[31:0]newNumber;
reg[31:0]newNumberPrime;
always @(posedge clk) begin
    if(rst)
        current<=inicio;
    else
        current<=nextState;    
end
always @(posedge clk) begin
    newNumber<=newNumberPrime; 
    counter<=counterprime;          
end
always @(*) begin
    case(current)
    inicio:begin
        counterprime=32'd0;
        newNumberPrime=numero;
        nextState=ciclo;
    end
    ciclo:
        if(newNumber==32'd0)
            nextState=fin;
        else
            nextState=divido;
    divido:begin
        newNumberPrime=newNumber/10;
        counterprime=counter + 32'd1;
        nextState=ciclo;
    end
    fin:retorno=counter;
    default:nextState=3'bxxx;
    endcase
end
endmodule  
```
==> ci_impl_report.md <==
## Synthesis and layout report

| Metric | Value |
|---|---|
| Post-CTS setup buffers | 0 |
| Reg area | 2790 um2 |
| Crit-path cells | clkdlybuf4s50_1 -> nor2b_1 |
| Fin cells | 1,424 |
| Mean area per synthesized cell | 7.73 um2 |
| Number of unconstrained endpoints | 194 |
| Synth top cells by count | nand2_1, nor2_1, dlxtn_1 |
| Critical path peak fanout | 2 |
| Die ar. | 19,000 um2 |
| Yosys chip area | 9250 um2 |
| Final Slew Violations | 0 |
| Placed Cells | 1,408 |
| Yosys warns | 1 |
| Buf/Inv on CP | 1 |
| Routed Antenna Nets | 0 |
| Cells after Synth | 1,197 |
| Setup TNS | 0 ns |
| Post_cts resized | 0 |
| Final period utilization | 48.7% |
| Synth Cell Area | 9250 um2 |
| Ant diodes | 0 |
| Unrepaired setup endpoints after global routing | false |
| HPWL after DPL | between 15,000 and 20,000 um |
| Grt ovf | 0 |
| Switching Fraction | 45.7% |
| Vias/cell | slightly above 6 |
| Synth Flop Type | dlxtn_1 |
| Worst path slowest cell | clkdlybuf4s50_1 |
| Final Hold Vio Count | 0 |
| Asr flop ratio synth | 0% |
| Comb area | between 5000 and 6000 um2 |
| Longest Clk Path Bufs | 2 |
| CTS root buf | clkbuf_16 |
| Synth top area share | 15.6% |
| Fillers | 1,707 |
| Total CTS buffers | 9 |
| NetSw | between 6000 and 7000 uW |
| Layout area overhead | 9.83% |
| Comb pwr share | 54.1% |
| Slowest stage delay, CP | approximately 0.48 ns |
| Largest net degree at the start of global routing | 68 |
| Most area-hungry cell type in the Yosys netlist | dlxtn_1 |
| Crit Path Class | primary input to register |
| Antenna violations before repair | 1 |
| DR pass1 iterations | 5 |
| CTS tree | yes |
| Worst setup SP type | primary input |
| First-pass GRT wire length | around 41,000 um |
| Log Warnings | 26 |
| Clock group share of total power | 25.0% |
| Die height | ~140 um |
| Status | completed |
| Main area contributors | dlxtn_1, dfxtp_1, nand2_1 |
| Init Core Util | around half |
| Leakage | between 0.003 and 0.004 uW |
| Wire length per cell | 17.2 um |
| Vias | 8,869 |
| Vias in the first global route | 7,745 |
| CP top delay family | buffers and inverters |
| Worst vdd ir | 0.00150 V |
| Drt drc | 0 |
| Yosys cell count | 1,197 |
| Global-route usage over all layers | 25.9% |
| I/O Pins | 66 |
| Distinct lib cells | 113 |
| Worst path arrival time | 0.72 ns |
| Internal power | roughly 8100 uW |
| Maxcap violations | 0 |
| Register pins left without a clock | 98 |
| Drt initial violations | ~650 |
| Total power | roughly 15,000 uW |
| Rows | between 40 and 50 |
| Worst-Margin Slew | 0.924 ns |
| Min cycle time layout | 0.487 ns |
| Layout cells sized above 1 | 7.62% |
| Core Region | about 18,000 um2 |
| Count leader, synth | nand2_1 |
| Sequential share of power | 20.9% |
| Max-slew headroom | a little under two fifths |
| # port buffers | approximately 65 |
| H-tree levels | 3 |
| Flip-flops with a built-in enable | 0 |
| WL final | 24,500 um |
| Fmax | 2050 MHz |
| Die width | 138 um |
| PD cells | 1470 nW/um2 |
| Clock transition at path regs | 0.06 ns |
| Final GP Congestion | 0.934 |
| Worst hold path type | primary input to register |
| Worst endpoint required time | about 1.2 ns |
| CTS hold repair buffers | 0 |
| # setup viols final | 0 |
| Worst Setup End Kind | register |
| Registers, synthesis | 164 |
[final timing paths]
path | to | start | cells past startpoint | slack [ns]
worst max-delay path | current[0] | rst | 2 | 0.51
worst min-delay path | current[1] | rst | 2 | 0.42
[cell families after synthesis]
family                   after synthesis  share of synthesized area (%)
AND-OR/OR-AND                        367                           30.1
XOR/XNOR                              46                           4.44
adder cells (fa/ha/maj)                6                          0.703
buffers and inverters                127                           6.14
flip-flops                            66                           14.3
latches                               98                           15.9
multiplexers                          23                           2.57
AND/OR/NAND/NOR                      464                           25.9
[metrics by stage]
step | hold slack (ns) | instance area, um2 | setup slack (ns) | utilization (%)
5_1_grt | 0.424 | 10200 | 0.508 | 56.4
6_report | 0.420 | 10200 | 0.513 | 56.4
3_3_place_gp | 0.764 | 9830 | 0.163 | 54.5
2_1_floorplan | 0.272 | 9250 | 0.664 | -
3_5_place_dp | 0.770 | 9830 | 0.157 | 54.5
4_1_cts | 0.406 | 10200 | 0.527 | 56.4
[area by class of cell]
| type | count | share of cell area [%] |
|---|---|---|
| clock buffers | 9 | 2.22 |
| clock inverters | 7 | 1.06 |
| inverters | 35 | 1.29 |
| multi-input cells | 906 | 58.0 |
| flip-flops and latches | 164 | 27.5 |
| well taps | 229 | 2.82 |
| repair buffers | 74 | 7.07 |
[layer usage]
metal  wire length [um]  up-vias  GRT usage (%)
met5                  0        -              0
met4                299        0           2.83
met3               1280       21           3.14
met2              10900      248           38.1
met1              12000     4122           42.6
li1                   -     4478              -
[power by group through the flow]
stage	registers, uW	clock network, uW	logic, uW
4_1_cts	3110	3860	7960
5_1_grt	3150	3940	8890
6_report	3120	3720	8070
[placed cells by master, fill, tap and decap left out, drive strengths merged, types with 27 or more instances in the layout]
cell | Yosys | routed
nand2 | 117 | 117
nor2 | 109 | 109
dlxtn | 96 | 96
o21ai | 69 | 69
dfxtp | 66 | 66
clkdlybuf4s50 | 0 | 65
a21oi | 53 | 53
nand3 | 50 | 50
nor3 | 43 | 43
inv | 27 | 31
xor2 | 28 | 28
a211oi | 27 | 27
[sequential cells by signal, indices dropped and copies added (netlist names)]
signal	count
retorno	32
newNumberPrime	32
counter	32
newNumber	32
counterprime	32
nextState	2
current	2
Power is estimated from default activity; no workload was simulated.
